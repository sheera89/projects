[design/flow/run.sh]
#!/bin/bash
# OpenROAD 26Q1-2900-gdf79404cd8, Yosys 0.63+post, stock flow scripts
make -C /OpenROAD-flow-scripts/flow DESIGN_CONFIG=/design/flow/config.mk WORK_HOME=/design/flow/orfs finish
[design/flow/config.mk]
export PLATFORM = sky130hd
export DESIGN_NAME = MT1
export DESIGN_NICKNAME = MT1
export VERILOG_FILES = /design/flow/design.v
export SDC_FILE = /design/flow/constraint.sdc
export NUM_CORES = 4
export LEC_CHECK = 1
export CORE_AREA = 10 10 73 73
export DIE_AREA = 0 0 83 83
[design/flow/constraint.sdc]
current_design MT1

set clk_period 1.5
set clk_io_pct 0.2

create_clock -name clk0 -period $clk_period [get_ports {CLOCK_50}]

set non_clock_inputs [all_inputs -no_clocks]
set_input_delay [expr $clk_period * $clk_io_pct] -clock clk0 $non_clock_inputs
set_output_delay [expr $clk_period * $clk_io_pct] -clock clk0 [all_outputs]
[design/flow/design.v]
module MT1( CLOCK_50, SW, LEDR, LEDG );
	input CLOCK_50;  
	input [7:0]SW;  
	output [17:0]LEDR;  
	output [7:0]LEDG;  
	wire Y;	 
	PWM one ( CLOCK_50, SW, Y );	 
	assign LEDR[0] = Y;	 
	assign LEDR[1] = Y;	 
	assign LEDR[2] = Y;	 
	assign LEDR[3] = Y;	 
	assign LEDR[4] = Y;	 
	assign LEDR[5] = Y;	 
	assign LEDR[6] = Y;	 
	assign LEDR[7] = Y;	 
	assign LEDR[8] = Y;	 
	assign LEDR[9] = Y;	 
	assign LEDR[10] = Y;	 
	assign LEDR[11] = Y;	 
	assign LEDR[12] = Y;	 
	assign LEDR[13] = Y;	 
	assign LEDR[14] = Y;	 
	assign LEDR[15] = Y;	 
	assign LEDR[16] = Y;	 
	assign LEDR[17] = Y;	 
	assign LEDG[0] = ~Y;	 
	assign LEDG[1] = ~Y;	 
	assign LEDG[2] = ~Y;	 
	assign LEDG[3] = ~Y;	 
	assign LEDG[4] = ~Y;	 
	assign LEDG[5] = ~Y;	 
	assign LEDG[6] = ~Y;	 
	assign LEDG[7] = ~Y;	 
endmodule
module PWM( Clock, Duty, Y );
	input Clock;	 
	input [7:0] Duty;	 
	output reg Y;
	reg [7:0] counter = 8'b0;
	always @(posedge Clock) begin
		counter <= counter + 8'b00000001;	 
		if(counter < Duty) begin
			Y <= 1; 
			end
		else begin
			Y <= 0;
			end
		end
endmodule
==> impl_metrics.json <==
{
  "drive_gt1_share_pct": 10.8,
  "fillers": 380,
  "relSlewSlack_pct": 84.4,
  "fp.dieH_um": 83,
  "status": "finished clean",
  "synth_stat.cells": 78,
  "vias": 497,
  "grt_pass1_wl_um": 2370,
  "worst_pin_slew_ns": 0.231,
  "leakage_nw": 0.419,
  "ys_ff": 9,
  "die-area_um2": 6890,
  "cp.arrival_ns": 1.14,
  "cpMaxStageDelayCell": "clkdlybuf4s50_1",
  "postRouteWirelength_um": 1490,
  "dr.pass1.iters": 4,
  "dp_cells": 136,
  "critPathTopFamily": "buffers and inverters",
  "fin_worst_skew_ns": 0.000461,
  "cp_num_buf_inv": 2,
  "portBuffers": 34,
  "p_per_area_nw_per_um2": 557,
  "fp_util_pct": 17.8,
  "finalCritPeriodShare_pct": 95.8,
  "placed_area_um2": 886,
  "ir_drop_mv": 0.210,
  "numCtsBuffers": 3,
  "drv_slew": 0,
  "worstPathMaxFanout": 8,
  "syn_avg_cell_area_um2": 8.53,
  "cts-root-buf": "clkbuf_8",
  "fmax_mhz": 696,
  "grt_usage_pct": 3.99,
  "cp_slowest_stage_delay_ns": 0.47,
  "setup_viol": 0,
  "ctsHtreeMaxLevel": 1,
  "yosys_warnings": 1,
  "wire_per_inst_um": 10.6,
  "warnings": 27,
  "cts_tree": "yes",
  "critPathLaunchType": "flip-flop",
  "stdcell_area_um2": 1000,
  "cp_cell_sequence": "inv_4 -> clkdlybuf4s50_1",
  "place_congestion": 0.758,
  "yosysTopAreaCell": "buf_4",
  "worstPathRequired_ns": 1.20,
  "syn_inst": 78,
  "antenna_cells": 0,
  "viasPerCell": 3.52,
  "drc_errors": 0,
  "clock_sinks": 9,
  "path_clk_slew_ns": 0.04,
  "finalCriticalPeriod_ns": 1.44,
  "grt_overflow": 0,
  "drv_cap": 0,
  "core_area_um2": 3740,
  "clock_path_buffers": 2,
  "grt_max_degree": 19,
  "top_cell_area_share_pct": 28.2,
  "finalHoldViolCount": 0,
  "area_leaders": "buf_4 28%, dfxtp_1 27%, ha_1 15%",
  "synthMostInstantiatedCell": "buf_4",
  "ys_top_cells_by_count": "25 x buf_4, 9 x dfxtp_1, 9 x inv_1, 8 x ha_1",
  "layout.area.comb_um2": 264,
  "ys_types": 16,
  "rsz0062_at_grt": "yes",
  "p_total_uw": 556,
  "cts_setup_buffers": 0,
  "post-dp-hpwl_um": 1130,
  "rows": 22,
  "fin_cells": 141,
  "setup_tns_ns": 0,
  "edf_count": 0,
  "flop_cell": "dfxtp_1",
  "ant_nets": 0,
  "grt_pass1_vias": 498,
  "syn_area_um2": 666,
  "cp-end-kind": "output pin",
  "post-route-util_pct": 26.7,
  "clock_latency_ns": 0.23,
  "synthToLayoutAreaGrowth_pct": 50.2,
  "async_flop_share_pct": 0,
  "critPathKind": "flip-flop to output pin",
  "hold_class": "flip-flop to flip-flop",
  "first_iter_violations": 7,
  "ys_seq_share_pct": 27.1,
  "antenna_found_initial": 0,
  "yosysChipArea_um2": 666,
  "num_io_pins": 35,
  "dieWidth_um": 83,
  "flop_area_um2": 184
}
==> metrics by stage <==
stage | setup slack, ns | hold WS (ns)
6_report | 0.0630 | 0.449
3_5_place_dp | -0.0783 | 0.438
5_1_grt | -0.000659 | 0.482
3_3_place_gp | -0.0716 | 0.427
2_1_floorplan | 0.277 | 0.405
4_1_cts | -0.00426 | 0.455
==> area by class of cell <==
cell class,instances,area share (%)
clock buffer,4,4.51
timing repair buffer,36,41.1
inverter,9,3.63
tap,48,6.01
multi-input combinational,35,26.4
sequential,9,18.4
==> sequential cells by signal (all words and copies together), names as in the netlist <==
register	cells
one.Y	1
one.counter	8
==> worst paths after layout <==
path,start,endpoint,slack (ns),cells past startpoint
worst max-delay path,one.Y$_DFF_P_,LEDG[6],0.06,2
worst min-delay path,one.counter[0]$_DFF_P_,one.counter[0]$_DFF_P_,0.45,1
worst max register to register,one.counter[2]$_DFF_P_,one.Y$_DFF_P_,0.35,4
worst min register to register,one.counter[0]$_DFF_P_,one.counter[0]$_DFF_P_,0.45,1
==> kinds of logic after synthesis <==
logic type	Yosys count	synth area share (%)
XOR/XNOR	6	7.89
flip-flops	9	27.1
AND-OR/OR-AND	6	4.89
AND/OR/NAND/NOR	15	11.8
buffers and inverters	34	33.3
adder cells (fa/ha/maj)	8	15.0
==> cells in the final DEF (no fill, tap or decap) <==
cell type,instances
nand3_2,1
dlymetal6s2s_1,14
clkbuf_16,1
inv_4,1
nor2_1,3
dfxtp_1,8
o211ai_1,1
nand3_1,4
inv_1,8
clkbuf_8,3
ha_1,8
dlygate4sd2_1,4
nor2b_1,1
dfxtp_4,1
xnor2_1,2
buf_8,1
nand2_1,4
nor3_2,1
clkdlybuf4s50_1,16
o21ai_0,1
xor2_1,4
clkbuf_1,1
a21oi_1,4
nand2_2,1
==> metal layers <==
metal  GRT usage [%]  vias to the layer above  wire length, um
li1                -                      254                -
met1            5.28                      207              762
met2            4.96                       34              483
met3            3.15                        2              234
met4           0.615                        0                8
met5               0                        -                0
==> power breakdown <==
group / total (mW) / internal [mW] / switching, mW / leakage (nW)
clock network: 0.277 / 0.185 / 0.0925 / 0.0228
registers: 0.239 / 0.238 / 0.000176 / 0.0724
logic: 0.0404 / 0.0280 / 0.0124 / 0.324
==> timing repair <==
| action | 4_1_cts | 5_1_grt |
|---|---|---|
| resized | 8 | 16 |
| gates cloned | 0 | 1 |
| hold buffers | 0 | 0 |
| hold endpoints to repair | 0 | 0 |
| setup endpoints to repair | 26 | 22 |
| pin swaps | 0 | 0 |
Power figures rest on the tool's default switching activity, not on a simulated workload.
