==> ./design.v <==
module Decoder( q, HEX );
	input [3:0]q;
	output reg [6:0] HEX;
	always begin
		case(q)
			0: HEX = ~(7'b0111111);
			1: HEX = ~(7'b0110000);
			2: HEX = ~(7'b1011011);
			3: HEX = ~(7'b1001111);
			4: HEX = ~(7'b1100110);
			5: HEX = ~(7'b1101101);
			6: HEX = ~(7'b1111101);
			7: HEX = ~(7'b0000111);
			8: HEX = ~(7'b1111111);
			9: HEX = ~(7'b1100111);
			default: HEX = ~(7'b0111111);
		endcase
	end
endmodule
module Hello_FSM( Clock, Reset, Q );
	input Clock;	 
	input Reset;	 
	output [31:0]Q; 
	localparam A = 4'b0000, B = 4'b0001, C = 4'b0010, D = 4'b0011, 
				  E = 4'b0100, F = 4'b0101, G = 4'b0110, H = 4'b0111, 
				  I = 4'b1000;	 
	reg [3:0]y_Q = A, Y_D;	 
	reg [31:0]q_in;			 
	reg [7:0]enable;			 
	Register R0 ( q_in[3:0], enable[0], Clock, Q[3:0] );
	Register R1 ( q_in[7:4], enable[1], Clock, Q[7:4] );
	Register R2 ( q_in[11:8], enable[2], Clock, Q[11:8] );
	Register R3 ( q_in[15:12], enable[3], Clock, Q[15:12] );
	Register R4 ( q_in[19:16], enable[4], Clock, Q[19:16] );
	Register R5 ( q_in[23:20], enable[5], Clock, Q[23:20] );
	Register R6 ( q_in[27:24], enable[6], Clock, Q[27:24] );
	Register R7 ( q_in[31:28], enable[7], Clock, Q[31:28] );
	always @(y_Q, Q)
		begin: state_table
			case (y_Q)
				A:	begin
						enable[7:0] = 8'b11111111;
						q_in[31:0] = 32'b0;
						Y_D = B;	
						q_in[3:0] = B;	 
					end
				B: begin
						Y_D = C;
						q_in[3:0] = C;				 
						q_in[7:4] = Q[3:0];		 
						q_in[11:8] = Q[7:4];		 
						q_in[15:12] = Q[11:8];
						q_in[19:16] = Q[15:12];
						q_in[23:20] = Q[19:16];
						q_in[27:24] = Q[23:20];
						q_in[31:28] = Q[27:24];
					end								
				C:	begin
						Y_D = D;
						q_in[3:0] = D;	
						q_in[7:4] = Q[3:0];
						q_in[11:8] = Q[7:4];
						q_in[15:12] = Q[11:8];
						q_in[19:16] = Q[15:12];
						q_in[23:20] = Q[19:16];
						q_in[27:24] = Q[23:20];
						q_in[31:28] = Q[27:24];
					end
				D:	begin							
						Y_D = E;
						q_in[3:0] = E;	
						q_in[7:4] = Q[3:0];
						q_in[11:8] = Q[7:4];
						q_in[15:12] = Q[11:8];
						q_in[19:16] = Q[15:12];
						q_in[23:20] = Q[19:16];
						q_in[27:24] = Q[23:20];
						q_in[31:28] = Q[27:24];
					end
				E: begin
						Y_D = F;
						q_in[3:0] = F;	
						q_in[7:4] = Q[3:0];
						q_in[11:8] = Q[7:4];
						q_in[15:12] = Q[11:8];
						q_in[19:16] = Q[15:12];
						q_in[23:20] = Q[19:16];
						q_in[27:24] = Q[23:20];
						q_in[31:28] = Q[27:24];
					end
				F:	begin
						Y_D = G;
						q_in[3:0] = G;	
						q_in[7:4] = Q[3:0];
						q_in[11:8] = Q[7:4];
						q_in[15:12] = Q[11:8];
						q_in[19:16] = Q[15:12];
						q_in[23:20] = Q[19:16];
						q_in[27:24] = Q[23:20];
						q_in[31:28] = Q[27:24];
					end
				G:	begin
						Y_D = H;
						q_in[3:0] = H;	
						q_in[7:4] = Q[3:0];
						q_in[11:8] = Q[7:4];
						q_in[15:12] = Q[11:8];
						q_in[19:16] = Q[15:12];
						q_in[23:20] = Q[19:16];
						q_in[27:24] = Q[23:20];
						q_in[31:28] = Q[27:24];
					end
				H: begin
						Y_D = I;
						q_in[3:0] = I;	
						q_in[7:4] = Q[3:0];
						q_in[11:8] = Q[7:4];
						q_in[15:12] = Q[11:8];
						q_in[19:16] = Q[15:12];
						q_in[23:20] = Q[19:16];
						q_in[27:24] = Q[23:20];
						q_in[31:28] = Q[27:24];
					end
				I:	begin
						Y_D = I;
						q_in[7:4] = Q[3:0];
						q_in[11:8] = Q[7:4];
						q_in[15:12] = Q[11:8];
						q_in[19:16] = Q[15:12];
						q_in[23:20] = Q[19:16];
						q_in[27:24] = Q[23:20];
						q_in[31:28] = Q[27:24];
						q_in[3:0] = Q[31:28];	 
					end								 
				default: Y_D = 4'bxxx;
			endcase
		end	 
	always @(posedge Clock)
		begin: state_FFs
			if(Reset) y_Q <= Y_D;
			else y_Q <= A;
		end	 
endmodule
module Register( Data, Enable, Clock, Q ); 
	input [3:0]Data;		 
	input Enable;			 
	input Clock;			 
	output reg [3:0]Q; 	 
	always @(posedge Clock) 
		begin 
			if (Enable)			 
				begin
					Q <= Data;	 
			end  
		end
endmodule
module Divider( clk, Q );
	input clk;
	output reg Q;
	reg [25:0]count;
	always @ (posedge clk ) begin
		if( count == 26'd49_999_999 ) begin	 
			count <= 26'd0;
			Q <= 1;	 
			end
		else begin 
			count <= count + 1;
			Q <= 0;
			end				
	end
endmodule
module Part6( CLOCK_50, SW, HEX7, HEX6, HEX5, HEX4, HEX3, HEX2, HEX1, HEX0 );
	input [0:0]SW;   
	input CLOCK_50;  
	output [6:0]HEX7, HEX6, HEX5, HEX4, HEX3, HEX2, HEX1, HEX0;	 
	wire [31:0]Q;
	wire clk;
	Divider Div0 ( CLOCK_50, clk );  
	Hello_FSM FSM1 ( clk, SW[0], Q );	 
	Decoder D0 ( Q[3:0],   HEX0 );
	Decoder D1 ( Q[7:4],   HEX1 );
	Decoder D2 ( Q[11:8],  HEX2 );
	Decoder D3 ( Q[15:12], HEX3 );
	Decoder D4 ( Q[19:16], HEX4 );
	Decoder D5 ( Q[23:20], HEX5 );
	Decoder D6 ( Q[27:24], HEX6 );
	Decoder D7 ( Q[31:28], HEX7 );
endmodule
==> ./run.sh <==
#!/bin/bash
# OpenROAD 26Q1-2900-gdf79404cd8, Yosys 0.63+post, stock flow scripts
make -C /OpenROAD-flow-scripts/flow DESIGN_CONFIG=/design/flow/config.mk WORK_HOME=/design/flow/orfs finish
==> ./config.mk <==
export PLATFORM = sky130hd
export DESIGN_NAME = Part6
export DESIGN_NICKNAME = Part6
export VERILOG_FILES = /design/flow/design.v
export SDC_FILE = /design/flow/constraint.sdc
export NUM_CORES = 4
export LEC_CHECK = 1
export CORE_UTILIZATION = 40
==> ./constraint.sdc <==
current_design Part6

set clk_period 4.2
set clk_io_pct 0.2

create_clock -name clk0 -period $clk_period [get_ports {CLOCK_50}]

set non_clock_inputs [all_inputs -no_clocks]
set_input_delay [expr $clk_period * $clk_io_pct] -clock clk0 $non_clock_inputs
set_output_delay [expr $clk_period * $clk_io_pct] -clock clk0 [all_outputs]
==> results.sh <==
# implementation run metrics
export IMPL_unclocked_pins=124
export IMPL_netlist_area_um2=4980
export IMPL_power_leakage_nw=2.25
export IMPL_outcome="finished, final reports clean"
export IMPL_intPower_mw=0.387
export IMPL_yosys_warnings=4
export IMPL_area_leaders="dfxtp_1 (48%), dlxtn_1 (9.6%), ha_1 (6.3%), and2_1 (3.5%), xnor2_1 (3.3%)"
export IMPL_num_vias=3224
export IMPL_worst_r2r_cell_count=5
export IMPL_core_um2=12100
export IMPL_gp_congestion=0.853
export IMPL_worstPathArrival_ns=2.42
export IMPL_irDropWorstVdd_mv=0.194
export IMPL_max_slew_margin_rel_pct=42.0
export IMPL_common_cells="dfxtp_1 (119), dlxtn_1 (32), a21oi_1 (31), nand2_1 (30), and2_1 (28)"
export IMPL_hold_path_class="flop to flop"
export IMPL_tns_ns=0
export IMPL_path_clk_slew_ns=0.06
export IMPL_cts_tree="built"
export IMPL_hold_viol_final=0
export IMPL_synth_compound_area_share_pct=8.56
export IMPL_via_per_inst=4.64
export IMPL_die_y_um=114
export IMPL_rsz0062_at_grt="no"
export IMPL_slew_viol_final=0
export IMPL_grt_pass1_vias=2822
export IMPL_routedWlPerCell_um=10.7
export IMPL_cp_start_kind="flop"
export IMPL_ant_nets=0
export IMPL_tool_warnings=41
export IMPL_fin_crit_sh_pct=55.1
export IMPL_asyncSetResetFlopFracSynth_pct=0
export IMPL_finalSetupViolations=0
export IMPL_drive_gt1_share_pct=2.85
export IMPL_logic_family="simple AND/OR/NAND/NOR gates"
export IMPL_path_class="flop to flop"
export IMPL_yosys_cells=483
export IMPL_num_io_pins=58
export IMPL_dieArea_um2=12900
export IMPL_dp_hpwl_mm=5.44
export IMPL_drt_iter0_markers=111
export IMPL_hold_depth=1
export IMPL_mux_area_share_pct=2.24
export IMPL_yosys_stat_area_um2=4980
export IMPL_fmax_mhz=432
export IMPL_synth_edff_count=0
export IMPL_cts_buffers=3
export IMPL_crit_required_ns=4.31
export IMPL_first_pass_iters=4
export IMPL_clock_latency_ns=0.26
export IMPL_p_comb_share_pct=0.4
export IMPL_antenna_cells=0
export IMPL_sw_frac_of_total_pct=17.4
export IMPL_xor_area_share_pct=4.39
export IMPL_ctsHoldBuffers=0
export IMPL_most_common_cell="dfxtp_1"
export IMPL_p_per_area_nw_per_um2=80.8
export IMPL_dp_cells=691
export IMPL_p_clk_share_pct=44.9
export IMPL_wirelength_mm=7.45
export IMPL_grt_pass1_wl_mm=12.9
export IMPL_synth_simple_area_share_pct=18.1
export IMPL_grt_start_max_net_pins=64
export IMPL_syn_to_final_growth_pct=16.4
export IMPL_postCtsSetupBuffers=0
export IMPL_cts_repair_resized=0
export IMPL_avgSynthCellArea_um2=10.3
export IMPL_fp_util_pct=41.3
export IMPL_synth_flops=151
export IMPL_yosys_area_top_type_share_pct=47.8
export IMPL_grt_util_all_layers_pct=12.3
export IMPL_row_count=40
export IMPL_grt_overflow=0
export IMPL_antenna_found_initial=0
export IMPL_syn_inst=483
export IMPL_io_buffers=57
export IMPL_seqPwrFrac_pct=54.7
export IMPL_worst_slew_pin_slew_ns=0.867
export IMPL_cts_path_max_buffers=2
export IMPL_die_w_um=114
export IMPL_ys_sh_adder_pct=6.28
export IMPL_maxCapViolations=0
export IMPL_synth_cell_types=41
export IMPL_layout_min_cycle_time_ns=2.31
export IMPL_ctsHtreeMaxLevel=1
export IMPL_stdcell_count=695
export IMPL_crit_fanout=13
export IMPL_dominantRegCellSynth="dfxtp_1"
export IMPL_yosysTopAreaCell="dfxtp_1"
export IMPL_drcViolationCount=0
export IMPL_cts_root_buf="clkbuf_16"
export IMPL_untimed_endpoints=180
export IMPL_skew_ns=0.00208
export IMPL_endpoint_kind="flop"
export IMPL_switching_power_mw=0.0813
## cell families after synthesis
| family | Yosys count |
|---|---|
| AOI/OAI and AO/OA | 70 |
| and+or+nand+nor | 162 |
| buffers and inverters | 39 |
| DFF | 119 |
| adders and majority gates | 25 |
| xor gates and xnor gates | 25 |
| latches | 32 |
| muxes | 11 |
## cell usage in the layout, fill, tap and decap left out, drive strengths merged, types with 2 or more instances in the layout
cell type and instances:
and3 4, nor2 24, ha 25, nand2b 18
a21oi 31, nor3 2, or2 2, o22a 8
buf 3, or4 5, and2 28, dfxtp 119
nand4 9, xnor2 19, nor3b 8, o31ai 3
o21ai 12, o22ai 2, or3 2, a211oi 8
clkdlybuf4s50 57, mux2i 10, inv 19, nand3 14
xor2 6, dlxtn 32, nor2b 10, nand2 30
clkbuf 4, nor4 3
## path summary, 6_finish.rpt
path	start	end	slack [ns]
max	Div0.count[0]	Div0.count[1]	1.89
min	Div0.count[23]	Div0.count[23]	0.46
max reg2reg	Div0.count[0]	Div0.count[1]	1.89
min reg2reg	Div0.count[23]	Div0.count[23]	0.46
## layout make-up
type | instances | area, µm²
inverters | 19 | 71.3
well taps | 168 | 210
multi-input cells | 293 | 1980
repair buffers | 60 | 593
fillers | 1091 | 6260
flip-flops and latches | 151 | 2860
clock buffers | 4 | 78.8
## through the flow
| step | total power, mW | setup slack, ns | hold WS (ns) | util, % | instance area, µm² |
|---|---|---|---|---|---|
| finish | 0.468 | 1.89 | 0.456 | 48.1 | 5800 |
| global placement | 0.264 | 1.95 | 0.440 | 47.4 | 5720 |
| CTS | 0.473 | 1.84 | 0.467 | 48.1 | 5800 |
| global route | 0.487 | 1.69 | 0.497 | 48.1 | 5800 |
| floorplan | 0.263 | 2.31 | 0.419 | - | 4980 |
| detailed placement | 0.264 | 1.85 | 0.455 | 47.4 | 5720 |
## worst max-delay path, cell delays in order, from the launching register on
cell and delay [ns]:
dfxtp_1 0.37, ha_1 0.26, nand2_1 0.14, or4_4 0.59, nor2_1 0.68, nor2b_1 0.12
## power by group through the flow
stage / Sequential, mW / Clock [mW] / Combinational, mW
5_1_grt: 0.256 / 0.229 / 0.00223
6_report: 0.256 / 0.210 / 0.00203
4_1_cts: 0.256 / 0.215 / 0.00206
## sequential cells by signal, indices dropped and copies added, names as in the netlist, 7 cells and up
signal and flops:
HEX2 7, HEX6 7, HEX3 7, FSM1.q_in 32, HEX4 7, HEX0 7
Div0.count 26, HEX5 7, HEX7 7, HEX1 7
## routing by layer
layer	up-vias	GRT usage [%]	wire length, µm
met3	3	0.812	209
met1	1472	19.9	3900
met5	-	0	0
met4	0	0.439	25
li1	1708	-	-
met2	41	19.8	3310
No activity file was given, so power comes from the tool's default toggle rates.
