===== design/flow/design.v =====
module DRCTC( CLOCK_50, Reset, PSB, SB, PSL, SL, A1, A2, A3, G, R );
	input CLOCK_50;		 
	input Reset;			 
	input PSB;				 
	input SB;				 
	output PSL;				 
	output SL;				 
	output A1;				 
	output A2;				 
	output A3;				 
	output G;				 
	output R;				 
	localparam Idle = 3'b000, Stage = 3'b001, St_A1 = 3'b010, 
							St_A2 = 3'b011, St_A3 = 3'b100, 
							St_G = 3'b101, St_R = 3'b110;
	reg [2:0]pres_st = Idle, next_st;	 
	reg Enable, R_s;							 
	wire A1_s, A2_s, A3_s, G_s;			 
	DragRaceTimer T0 ( CLOCK_50, A1_s, A2_s, A3_s, G_s, R_s, Enable );
	always @( pres_st, Reset, SB, A1_s, A2_s, A3_s, G_s ) begin: state_assignment
		case( pres_st )
			Idle: begin					 
				Enable = 0;				 
				R_s = 0;
				if( SB ) begin
					next_st = Stage;	
					Enable = 0;
					R_s = 0;
				end
				else begin				 
					next_st = Idle;
					Enable = 0;
					R_s = 0;
				end
			end
			Stage: begin
				if( SB & A1_s ) begin	
					Enable = 1;			
					next_st = St_A1;	 
					R_s = 0;				 
				end
				else if( SB & ~A1_s ) begin	
					Enable = 1;			 
					next_st = Stage;
					R_s = 0;
				end
				else begin
					Enable = 0;
					next_st = Idle;
					R_s = 0;
				end
			end
			St_A1: begin
				if( SB & A2_s ) begin
					next_st = St_A2;
					Enable = 1;
					R_s = 0;
				end
				else if ( SB & ~A2_s ) begin
					next_st = St_A1;
					Enable = 1;
					R_s = 0;
				end
				else begin
					next_st = St_R;
					Enable = 0;
					R_s = 0;
				end
			end
			St_A2: begin
				if( SB & A3_s ) begin
					next_st = St_A3;
					Enable = 1;
					R_s = 0;
				end
				else if( SB & ~A3_s ) begin
					next_st = St_A2;
					Enable = 1;
					R_s = 0;
				end
				else begin
					next_st = St_R;
					Enable = 0;
					R_s = 0;
				end
			end
			St_A3: begin
				if( SB & G_s ) begin
					next_st = St_G;
					Enable = 1;
					R_s = 0;
				end
				else if( SB & ~G_s ) begin
					next_st = St_A3;
					Enable = 1;
					R_s = 0;
				end
				else begin
					next_st = St_R;
					Enable = 0;
					R_s = 0;
				end
			end
			St_G: begin				 
				next_st = St_G;
				Enable = 1;
				R_s = 0;
			end
			St_R: begin				 
				Enable = 0;
				R_s = 1;				 
				next_st = St_R;
			end
			default: next_st = 3'bxxx;
		endcase
	end		 
	always @( posedge CLOCK_50 ) begin: state_FFs
		if( ~Reset ) pres_st <= next_st;
		else pres_st <= Idle;
	end	 
	assign PSL = PSB;
	assign SL = SB;
	assign A1 = A1_s;
	assign A2 = A2_s;
	assign A3 = A3_s;
	assign G = G_s;
	assign R = R_s;
endmodule
module DragRace( CLOCK_50, KEY, SW, HEX0, HEX1, HEX2, HEX3, HEX4,
					  HEX5, HEX6, HEX7, GPIO );
	input CLOCK_50;	 
	input [0:0]KEY;	 
	input [1:0]SW;		 
	output [6:0]HEX0, HEX1, HEX2, HEX3, 
				  HEX4, HEX5, HEX6, HEX7; 
	output [13:1]GPIO;
	localparam Z = 1'b0;
	wire Rst, PSB, SB, Clock, PSL, SL, A1, A2, A3, G, R;
	assign Rst = ~KEY[0];	
	assign PSB = SW[0];
	assign SB = SW[1];
	assign GPIO = { R, Z, G, Z, A3, Z, A2, Z, A1, Z, SL, Z, PSL };
	DRCTC U0 ( CLOCK_50, Rst, PSB, SB, PSL, SL, A1, A2, A3, G, R );
	DragRaceDecoder U1 ( PSL, HEX7 );	 
	DragRaceDecoder U2 ( SL,  HEX6 );	 
	DragRaceDecoder U3 ( A1,  HEX5 );	 
	DragRaceDecoder U4 ( A2,  HEX4 );	 
	DragRaceDecoder U5 ( A3,  HEX3 );	 
	DragRaceDecoder U6 ( G,   HEX2 );	 
	DragRaceDecoder U7 ( R,   HEX1 );	 
	DragRaceDecoder U8 ( R,   HEX0 );	 
endmodule
module DragRaceDecoder( lightOn, HEX );
	input lightOn;			 
	output reg [6:0]HEX;	 
	always @( lightOn ) begin: light_assign
		if( lightOn ) HEX = 7'b0000000;	 
		else HEX = 7'b1111111;				 
	end	 
endmodule
module DragRaceTimer( Clock, A1, A2, A3, G, R, En );
	localparam SL_COUNT = 27'd50_000_000 - 1;
	localparam A1_COUNT = SL_COUNT + 27'd25_000_000;
	localparam A2_COUNT = A1_COUNT + 27'd25_000_000;
	localparam A3_COUNT = A2_COUNT + 27'd25_000_000;
	input Clock;		 
	input En;			 
	input R;				 
	output reg A1;		 
	output reg A2;		 
	output reg A3;		 
	output reg G;		 
	reg [26:0]count = 27'd0; 
	always @( posedge Clock ) begin
		if( En ) begin: count_sequence
			case( count )
				SL_COUNT: begin
								A1 <= 1;	 
								count = count + 27'd1;
							 end
				A1_COUNT: begin
								A1 <= 0;	 
								A2 <= 1;	 
								count = count + 27'd1;
							 end
				A2_COUNT: begin
								A2 <= 0;	 
								A3 <= 1;  
								count = count + 27'd1;
							 end
				A3_COUNT: begin
								A3 <= 0;	 
								G <= 1;	 
							 end
				default: count = count + 27'd1;
			endcase
		end	 
		else if( ~En ) begin: reset_counter_and_lights
			if( R ) begin	
				A1 <= 0;			 
				A2 <= 0;
				A3 <= 0;
				G <= 0;
			end	
			else begin
				count = 27'd0;	 
				A1 <= 0;			 
				A2 <= 0;
				A3 <= 0;
				G <= 0;
			end	 
		end
	end
endmodule

===== design/flow/run.sh =====
#!/bin/bash
# OpenROAD 26Q1-2900-gdf79404cd8, Yosys 0.63+post, stock flow scripts
make -C /OpenROAD-flow-scripts/flow DESIGN_CONFIG=/design/flow/config.mk WORK_HOME=/design/flow/orfs finish

===== design/flow/config.mk =====
export PLATFORM = sky130hd
export DESIGN_NAME = DragRace
export DESIGN_NICKNAME = DragRace
export VERILOG_FILES = /design/flow/design.v
export SDC_FILE = /design/flow/constraint.sdc
export NUM_CORES = 4
export LEC_CHECK = 1
export CORE_UTILIZATION = 40

===== design/flow/constraint.sdc =====
current_design DragRace

set clk_period 4.4
set clk_io_pct 0.2

create_clock -name clk0 -period $clk_period [get_ports {CLOCK_50}]

set non_clock_inputs [all_inputs -no_clocks]
set_input_delay [expr $clk_period * $clk_io_pct] -clock clk0 $non_clock_inputs
set_output_delay [expr $clk_period * $clk_io_pct] -clock clk0 [all_outputs]

==> GITHUB_STEP_SUMMARY <==
### Metrics collected by this job

| Metric | Value |
|---|---|
| Status | `finished clean` |
| Post-CTS setup buffers | `0` |
| Leakage power | `just under 0.001 uW` |
| CP Buf/Inv Count | `3` |
| Post-CTS sizing | `0` |
| Area share, top type | `between 30% and 40%` |
| Clock Latency Late Sink | `0.28 ns` |
| Routed vias/inst | `4.86` |
| Crit path max-delay cell type | `clkdlybuf4s50_1` |
| Die Span X | `between 80 and 90 um` |
| Reg area | `981 um^2` |
| PortBufs | `66` |
| DR vias | `around 1700` |
| Top area cell types | `edfxtp_1 33%, buf_4 19%, dfxtp_1 5.7%` |
| WL final | `around 4500 um` |
| EDFF count, synth | `27` |
| Top-count cell post-synth | `buf_4` |
| Worst EP arrival | `roughly 2.1 ns` |
| DP Cell Count | `around 350` |
| Setup TNS | `0 ns` |
| Max-cap violations | `0` |
| First-pass GRT wire length | `around 7500 um` |
| Setup Crit Path Kind | `input port to output port` |
| DR WL met3 | `~230 um` |
| # rows | `28` |
| Final Slew Violations | `0` |
| Comb. cell area | `942 um^2` |
| Max Clk Rate | `between 300 and 400 MHz` |
| FP Util | `41.3%` |
| Vias in the first global route | `roughly 1600` |
| Total power | `a little under 600 uW` |
| Die H | `approximately 80 um` |
| Total global-route track usage | `roughly 16%` |
| CP delay by family, top | `buffers and inverters` |
| TritonCTS clock tree | `yes` |
| Worst EP required | `roughly 3.5 ns` |
| Critical Path Sink Type | `output port` |
| Register pins left without a clock | `2` |
| Top cells by count | `62 x buf_4, 29 x nor2_1, 27 x edfxtp_1` |
| Fin Clk Skew | `~0.0025 ns` |
| Measured slew at the worst slew-check pin | `~0.76 ns` |
| Clock transition at path regs | `roughly 0.070 ns` |
| Async SR Flop Fraction | `0%` |
| Drt wl/cell | `around 13 um` |
| Pwr/cell area | `around 210 nW/um^2` |
| Yosys warns | `3` |
| Post-synth top flop | `edfxtp_1` |
| Critical Path Fanout Max | `8` |
| Tmin final | `between 2 and 3 ns` |
| Metal2 WL | `2000 um` |
| Core Footprint | `between 5000 and 6000 um^2` |
| Routed Antenna Nets | `0` |
| Hold buffers post-CTS | `0` |
| Final hold vios | `0` |
| Post-synthesis sequential element count | `36` |
| Tool warnings | `25` |
| Cell mode on critical path | `clkdlybuf4s50_1` |
| Final Cycle Share | `68.1%` |
| Slew margin rel. | `48.9%` |
| DPL Wire Length | `3130 um` |
| Share of cells above drive strength 1 | `4.29%` |
| Number of distinct library cells after synthesis | `~45` |
| Area leader, netlist | `edfxtp_1` |
| Largest net degree at the start of global routing | `28` |
| Mapped Avg Cell Area | `a little over 9 um^2` |
| Die area | `approximately 6400 um^2` |
| Synth-to-Final Area Change | `14.8%` |
| VDD IR-drop max | `approximately 0.00016 V` |
| DRT met1 WL | `between 2000 and 2500 um` |
| Number of unconstrained endpoints | `17` |
| # diodes | `0` |
| Slowest stage delay, CP | `0.52 ns` |
| Root Driver | `clkbuf_8` |
| Yosys cell count | `about 270` |
| Post-Layout Cell Count | `355` |
| TritonCTS Buffers | `5` |
| Bufs on Longest Clock Path | `2` |
| Detailed Route Iter0 Violations | `approximately 60` |
| # IOs | `73` |
| Yosys chip area | `approximately 2400 um^2` |
| CP Launch Type | `input port` |
| Post-Syn Area | `2440 um^2` |
| RSZ-0062 raised after global routing | `no` |
| Top Layer Used | `met4` |
| Crit-path cells | `clkdlybuf4s50_1 > inv_1 > clkdlybuf4s50_1` |
| Fillers | `548` |
| Htree depth | `2` |
| Hold_ws | `~0.54 ns` |
| Antenna violations before repair | `0` |
| HP Class | `flip-flop to flip-flop` |
| Final setup vio count | `0` |
| Cells after Synth | `about 270` |
| GR Overflow Total | `0` |
| DRT Pass-1 Iters | `4` |
| Placer Congestion | `between 0.8 and 0.9` |
| Residual DRC | `0` |
==> cell usage in the layout, fill, tap and decap left out, types with 3 or more instances in the layout <==
cell type         n
nor4_1            3
nor2_1           29
o21ai_0           4
xnor2_1          16
clkdlybuf4s50_1  66
edfxtp_1         27
or3_1             3
nand3_1          12
nand2_1          22
clkinv_1          4
xor2_1            6
a21oi_1           6
nand4_1           5
clkbuf_8          5
dfxtp_1           7
inv_1             9
conb_1            6
and3_1            6
nor3_1           10
==> cell type report <==
class | count | area share [%]
flip-flops and latches | 36 | 35.0
multi-input cells | 159 | 33.6
repair buffers | 67 | 23.8
well taps | 75 | 3.35
clock buffers | 5 | 2.46
inverters | 10 | 1.34
clock inverters | 3 | 0.402
==> power breakdown <==
| group | switching (uW) | internal (uW) |
|---|---|---|
| clock network | 113 | 106 |
| logic | 4.84 | 15.9 |
| registers | 1.68 | 343 |
| total | 119 | 464 |
==> per-layer routing <==
metal | GRT usage, % | up-vias
met2 | 23.7 | 55
met4 | 2.86 | 0
met1 | 23.9 | 785
li1 | - | 881
met5 | 0 | -
met3 | 3.23 | 4
==> path summary, 6_finish.rpt <==
| kind | from | endpoint | slack (ns) | cells past startpoint |
|---|---|---|---|---|
| min reg2reg | U0.T0.A1$_SDFFE_PN0P_ | U0.pres_st[1]$_SDFF_PN0_ | 0.54 | 2 |
| min | U0.T0.A1$_SDFFE_PN0P_ | U0.pres_st[1]$_SDFF_PN0_ | 0.54 | 2 |
| max reg2reg | U0.T0.count[0]$_SDFFCE_PN0P_ | U0.T0.count[12]$_SDFFCE_PN0P_ | 1.92 | 7 |
| max | SW[1] | HEX6[5] | 1.40 | 3 |
==> worst register-to-register path: stages, from the launching register on <==
cell and delay [ns]:
edfxtp_1 0.42, ha_1 0.24, and3_4 0.23, nand4_1 0.12, or3_1 0.39, nor3_1 0.41
mux2i_2 0.12, buf_4 0.27
==> kinds of logic after synthesis <==
logic type                 Yosys count  share of synthesized area, %
AOI/OAI and AO/OA                   21                          5.64
xor gates and xnor gates            22                          7.89
adders and majority gates            1                         0.512
buffers and inverters               80                          22.2
DFF                                 34                          38.9
latches                              2                          1.23
muxes                                2                         0.820
other                                1                         0.154
and+or+nand+nor                    107                          22.6
==> through the flow <==
| step | setup slack (ns) | cell area, um^2 | util (%) |
|---|---|---|---|
| 2_1_floorplan | 1.42 | 2460 | - |
| 3_3_place_gp | 1.42 | 2720 | 46.0 |
| 3_5_place_dp | 1.38 | 2720 | 46.0 |
| 4_1_cts | 1.39 | 2800 | 47.3 |
| 5_1_grt | 1.32 | 2800 | 47.3 |
| 6_report | 1.40 | 2800 | 47.3 |
==> registers in the layout, summed over array words and instances (netlist names) <==
| register | flops |
|---|---|
| U0.T0.count | 27 |
| U0.pres_st | 3 |
| U0.Enable | 1 |
| U0.R_s | 1 |
| U0.T0.A1 | 1 |
| U0.T0.A2 | 1 |
| U0.T0.A3 | 1 |
| U0.T0.G | 1 |
Power is estimated from default activity; no workload was simulated.
